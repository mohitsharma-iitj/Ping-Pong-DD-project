==> flow/design.v <==
`timescale 1ns / 1ps
module ClockDivider300hz(input CLK_IN,output reg CLK_OUT);   
    reg[17:0] counter=18'b0;
    parameter DIVISOR = 18'b111111110011111111;
    always @(posedge CLK_IN)
    begin
        counter <= counter + 18'b1;  
        if(counter >= ( DIVISOR-1 ) )
            counter <= 18'b0;        
        CLK_OUT <= ( counter < DIVISOR >> 1 )? 1'b1 : 1'b0;  
    end
endmodule
module ClockDivider1by3sec(input CLK_IN,output reg CLK_OUT);   
    reg[24:0] counter=25'b00000000000000000000000;
    parameter DIVISOR = 25'b11111111111111111110110;
    always @(posedge CLK_IN)
    begin
        counter <= counter + 25'b1;  
        if(counter > ( DIVISOR-1 ) )      
            counter <= 25'b0;        
        CLK_OUT <= ( counter < DIVISOR >> 1 )? 1'b1 : 1'b0;  
    end
endmodule
module ClockDivider_slow(input CLK_IN,output reg CLK_OUT);   
    reg[25:0] counter=26'b00000000000000000000000;
    parameter DIVISOR = 26'b111111111110111111110110;
    always @(posedge CLK_IN)
    begin
        counter <= counter + 26'b1;  
        if(counter > ( DIVISOR-1 ) )      
            counter <= 26'b0;        
        CLK_OUT <= ( counter < DIVISOR >> 1 )? 1'b1 : 1'b0;  
    end
endmodule
module srcc( clk,reset,level,user1_up,user1_down,user2_up,user2_down ,col,row 
        ,centre_r,centre_c,movement
         );
    input clk,user1_up,user1_down,user2_up,user2_down;
    input reset,level;
    output reg [7:0] col, row;
    reg [7:0] mat_col [0:7];
    output reg [2:0] centre_r,centre_c;
    output reg [2:0] movement;        
    reg temp;
    wire clk_300hz;
    ClockDivider300hz c00hz(clk,clk_300hz );
    reg clk_milisec;
    wire [2:0] divisorr;
    wire clk_fast,clk_slow;
    ClockDivider1by3sec c26(clk,clk_fast);
    ClockDivider_slow c526(clk,clk_slow);
    always @(posedge clk_300hz)
    begin
        if(level==1) 
        begin    clk_milisec = clk_fast;   end
        else
        begin    clk_milisec = clk_slow;   end
    end
    reg [2:0]counter = 3'd0;
    always @(posedge clk_300hz)
    begin
        case(counter)
            3'd0: begin   row <= 8'b11111110;  col <= mat_col[0]; end
            3'd1: begin   row <= 8'b11111101;  col <= mat_col[1]; end
            3'd2: begin   row <= 8'b11111011;  col <= mat_col[2]; end
            3'd3: begin   row <= 8'b11110111;  col <= mat_col[3]; end
            3'd4: begin   row <= 8'b11101111;  col <= mat_col[4]; end
            3'd5: begin   row <= 8'b11011111;  col <= mat_col[5]; end
            3'd6: begin   row <= 8'b10111111;  col <= mat_col[6]; end
            3'd7: begin   row <= 8'b01111111;  col <= mat_col[7]; end
        endcase
        if (counter == 3'd7)
            begin
                counter <= 3'd0;
            end
        else
            begin
                counter <= counter + 3'd1;
            end
    end
    reg counter2 = 1'd0;
    always @(posedge clk_milisec)    
    begin
     if( reset == 1'b1)
            begin 
                centre_r =3'b0100  ;
                centre_c =3'b0100  ;
                mat_col[0] = 8'b00000000 ;
                mat_col[1] = 8'b00000000 ;
                mat_col[2] = 8'b00000000 ;
                mat_col[3] = 8'b10000001 ;
                mat_col[4] = 8'b10001001 ;
                mat_col[5] = 8'b10000001 ;
                mat_col[6] = 8'b00000000 ;
                mat_col[7] = 8'b00000000 ;
                movement = 3'b000;
            end
     else
      begin
        if (counter2 == 1'd1)
            begin
                counter2 <= 1'd0;
            end
        else
            begin
                counter2 <= counter2 + 1'd1;
            end
        case(counter2)
        1'd0:
        begin 
            if ( movement == 3'b000) 
            begin
                  if(centre_c == 3'b001)  
                     begin
                       if(mat_col[centre_r][centre_c - 1] == 1'b1) 
                           begin   
                                 if      (mat_col[centre_r - 1][centre_c-1] == 1'b1 && mat_col[centre_r + 1][centre_c-1] == 1'b1)   begin movement = 3'b100; end
                                 else if (mat_col[centre_r - 1][centre_c-1] == 1'b1 && mat_col[centre_r + 1][centre_c-1] == 1'b0)   begin movement = 3'b101; end
                                 else if (mat_col[centre_r - 1][centre_c-1] == 1'b0 && mat_col[centre_r + 1][centre_c-1] == 1'b1)   begin movement = 3'b011; end
                           end
                        else  
                          begin    movement = 3'b010; 
                          end 
                     end    
                  else  
                      begin
                         mat_col[centre_r][centre_c] <= 1'b0;
                         mat_col[centre_r][centre_c - 1'b1] <= 1'b1;
                         centre_c = centre_c - 1;
                      end
            end   
            else if ( movement == 3'b001) 
            begin
                  if(centre_r == 3'b000)  
                     begin
                       movement <= 3'b111;
                     end
                  else if(centre_c == 3'b001)  
                     begin
                       if(mat_col[centre_r][centre_c - 1] == 1)  
                           begin   
                                 if      (mat_col[centre_r - 1][centre_c-1] == 1 && mat_col[centre_r + 1][centre_c-1] == 1)   begin movement <= 3'b100; end
                                 else if (mat_col[centre_r - 1][centre_c-1] == 1 && mat_col[centre_r + 1][centre_c-1] == 0)   begin movement <= 3'b101; end
                                 else if (mat_col[centre_r - 1][centre_c-1] == 0 && mat_col[centre_r + 1][centre_c-1] == 1)   begin movement <= 3'b011; end
                           end
                        else  
                          begin    movement <= 3'b010; 
                          end 
                     end    
                  else  
                      begin
                         mat_col[centre_r][centre_c] = 0;
                         mat_col[centre_r-1][centre_c-1] = 1;
                         centre_c <= centre_c - 1;
                         centre_r <= centre_r - 1;
                      end
            end
            else if ( movement == 3'b010) 
            begin
                mat_col[0] = 8'b10000001 ;
                mat_col[1] = 8'b11000011 ;
                mat_col[2] = 8'b10100101 ;
                mat_col[3] = 8'b10011001 ;
                mat_col[4] = 8'b10000001 ;
                mat_col[5] = 8'b10000001 ;
                mat_col[6] = 8'b10000001 ;
                mat_col[7] = 8'b00000000 ;
            end
            else if ( movement == 3'b011) 
            begin
                if(centre_r == 3'b000)  
                     begin
                       movement <= 3'b101;
                     end
                  else if(centre_c == 3'b110)  
                     begin
                       if(mat_col[centre_r][centre_c+1] == 1)  
                           begin   
                                 if      (mat_col[centre_r - 1][centre_c+1] == 1 && mat_col[centre_r + 1][centre_c+1] == 1)   begin movement <= 3'b000; end         
                                 else if (mat_col[centre_r - 1][centre_c+1] == 1 && mat_col[centre_r + 1][centre_c+1] == 0)   begin movement <= 3'b111; end          
                                 else if (mat_col[centre_r - 1][centre_c+1] == 0 && mat_col[centre_r + 1][centre_c+1] == 1)   begin movement <= 3'b001; end          
                           end
                        else  
                          begin    movement <= 3'b110; 
                          end 
                     end    
                  else  
                      begin
                         mat_col[centre_r][centre_c] = 0;
                         mat_col[centre_r-1][centre_c+1] = 1;
                         centre_c <= centre_c + 1;
                         centre_r <= centre_r - 1;
                      end
            end
            else if ( movement == 3'b100) 
            begin
                  if(centre_c == 3'b110)  
                     begin
                       if(mat_col[centre_r][centre_c+1] == 1)  
                           begin   
                                 if      (mat_col[centre_r - 1][centre_c+1] == 1 && mat_col[centre_r + 1][centre_c+1] == 1)   begin movement <= 3'b000; end         
                                 else if (mat_col[centre_r - 1][centre_c+1] == 1 && mat_col[centre_r + 1][centre_c+1] == 0)   begin movement <= 3'b111; end          
                                 else if (mat_col[centre_r - 1][centre_c+1] == 0 && mat_col[centre_r + 1][centre_c+1] == 1)   begin movement <= 3'b001; end          
                           end
                        else  
                          begin    movement <= 3'b110; 
                          end 
                     end    
                  else  
                      begin
                         mat_col[centre_r][centre_c] = 0;
                         mat_col[centre_r][centre_c+1] = 1;
                         centre_c <= centre_c + 1;
                      end
            end
            else if ( movement == 3'b101) 
            begin
                if(centre_r == 3'b111)  
                     begin
                       movement <= 3'b011;
                     end
                 else if(centre_c == 3'b110)  
                     begin
                       if(mat_col[centre_r][centre_c+1] == 1'b1)  
                           begin   
                                 if      (mat_col[centre_r - 1][centre_c+1] == 1'b1 && mat_col[centre_r + 1][centre_c+1] == 1'b1)   begin movement <= 3'b000; end         
                                 else if (mat_col[centre_r - 1][centre_c+1] == 1'b1 && mat_col[centre_r + 1][centre_c+1] == 1'b0)   begin movement <= 3'b111; end          
                                 else if (mat_col[centre_r - 1][centre_c+1] == 1'b0 && mat_col[centre_r + 1][centre_c+1] == 1'b1)   begin movement <= 3'b001; end          
                           end
                        else  
                          begin    movement <= 3'b110; 
                          end 
                     end    
                  else  
                      begin
                         mat_col[centre_r][centre_c] = 0;
                         mat_col[centre_r+1][centre_c+1] = 1;
                         centre_c <= centre_c + 1;
                         centre_r <= centre_r + 1;
                      end
            end
            else if ( movement == 3'b110) 
            begin
                mat_col[0] = 8'b10000001 ;
                mat_col[1] = 8'b10000011 ;
                mat_col[2] = 8'b10000101 ;
                mat_col[3] = 8'b10001001 ;
                mat_col[4] = 8'b10010001 ;
                mat_col[5] = 8'b10100001 ;
                mat_col[6] = 8'b11000001 ;
                mat_col[7] = 8'b10000001 ;
            end
            else if ( movement == 3'b111) begin
                if(centre_r == 3'b111)  
                     begin
                       movement <= 3'b001;
                     end
                  else if(centre_c == 3'b001)  
                     begin
                       if(mat_col[centre_r][centre_c - 1] == 1'b1)  
                           begin   
                                 if      (mat_col[centre_r - 1][centre_c-1] == 1'b1 && mat_col[centre_r + 1][centre_c-1] == 1'b1)   begin movement <= 3'b100; end
                                 else if (mat_col[centre_r - 1][centre_c-1] == 1'b1 && mat_col[centre_r + 1][centre_c-1] == 1'b0)   begin movement <= 3'b101; end
                                 else if (mat_col[centre_r - 1][centre_c-1] == 1'b0 && mat_col[centre_r + 1][centre_c-1] == 1'b1)   begin movement <= 3'b011; end
                           end
                        else  
                          begin    movement <= 3'b010; 
                          end 
                     end    
                  else  
                      begin
                         mat_col[centre_r][centre_c] = 1'b0;
                         mat_col[centre_r+1][centre_c-1] = 1'b1;
                         centre_c <= centre_c - 1;
                         centre_r <= centre_r + 1;
                      end
            end    
            else begin  
                    movement <= 3'b010; 
                end  
       end  
        1'd1: 
        begin
        if( user1_up == 1'b1)   begin      
            if(mat_col[0][0] == 1'b0) begin
                if     ( mat_col[1][0] == 1'b1) begin  mat_col[0][0] <= 1'b1;   mat_col[3][0] <= 1'b0;  end
                else if( mat_col[2][0] == 1'b1) begin  mat_col[1][0] <= 1'b1;   mat_col[4][0] <= 1'b0;  end
                else if( mat_col[3][0] == 1'b1) begin  mat_col[2][0] <= 1'b1;   mat_col[5][0] <= 1'b0;  end
                else if( mat_col[4][0] == 1'b1) begin  mat_col[3][0] <= 1'b1;   mat_col[6][0] <= 1'b0;  end
                else if( mat_col[5][0] == 1'b1) begin  mat_col[4][0] <= 1'b1;   mat_col[7][0] <= 1'b0;  end
            end     
        end
        else if( user1_down == 1'b1) begin    
            if(mat_col[7][0] == 1'b0) begin
                if     ( mat_col[6][0] == 1'b1) begin  mat_col[7][0] <= 1'b1;   mat_col[4][0] <= 1'b0;  end
                else if( mat_col[5][0] == 1'b1) begin  mat_col[6][0] <= 1'b1;   mat_col[3][0] <= 1'b0;  end
                else if( mat_col[4][0] == 1'b1) begin  mat_col[5][0] <= 1'b1;   mat_col[2][0] <= 1'b0;  end
                else if( mat_col[3][0] == 1'b1) begin  mat_col[4][0] <= 1'b1;   mat_col[1][0] <= 1'b0;  end
                else if( mat_col[2][0] == 1'b1) begin  mat_col[3][0] <= 1'b1;   mat_col[0][0] <= 1'b0;  end
            end  
        end
        if( user2_up == 1'b1)   
        begin 
            if(mat_col[0][7] == 1'b0) begin
                if     ( mat_col[1][7] == 1'b1) begin  mat_col[0][7] <= 1'b1;   mat_col[3][7] <= 1'b0;  end
                else if( mat_col[2][7] == 1'b1) begin  mat_col[1][7] <= 1'b1;   mat_col[4][7] <= 1'b0;  end
                else if( mat_col[3][7] == 1'b1) begin  mat_col[2][7] <= 1'b1;   mat_col[5][7] <= 1'b0;  end
                else if( mat_col[4][7] == 1'b1) begin  mat_col[3][7] <= 1'b1;   mat_col[6][7] <= 1'b0;  end
                else if( mat_col[5][7] == 1'b1) begin  mat_col[4][7] <= 1'b1;   mat_col[7][7] <= 1'b0;  end
            end  
        end
        else if( user2_down == 1'b1) 
        begin             
            if(mat_col[7][7] == 1'b0) begin
                if     ( mat_col[6][7] == 1'b1) begin  mat_col[7][7] <= 1'b1;   mat_col[4][7] <= 1'b0;  end
                else if( mat_col[5][7] == 1'b1) begin  mat_col[6][7] <= 1'b1;   mat_col[3][7] <= 1'b0;  end
                else if( mat_col[4][7] == 1'b1) begin  mat_col[5][7] <= 1'b1;   mat_col[2][7] <= 1'b0;  end
                else if( mat_col[3][7] == 1'b1) begin  mat_col[4][7] <= 1'b1;   mat_col[1][7] <= 1'b0;  end
                else if( mat_col[2][7] == 1'b1) begin  mat_col[3][7] <= 1'b1;   mat_col[0][7] <= 1'b0;  end
            end 
        end
        end   
        endcase
      end   
    end   
endmodule
==> flow/run.sh <==
#!/bin/bash
# OpenROAD 26Q1-2900-gdf79404cd8, Yosys 0.63+post, stock flow scripts
make -C /OpenROAD-flow-scripts/flow DESIGN_CONFIG=/design/flow/config.mk WORK_HOME=/design/flow/orfs finish
==> flow/config.mk <==
export PLATFORM = sky130hd
export DESIGN_NAME = srcc
export DESIGN_NICKNAME = srcc
export VERILOG_FILES = /design/flow/design.v
export SDC_FILE = /design/flow/constraint.sdc
export NUM_CORES = 4
export LEC_CHECK = 1
export CORE_UTILIZATION = 30
==> flow/constraint.sdc <==
current_design srcc

set clk_period 3.1
set clk_io_pct 0.2

create_clock -name clk0 -period $clk_period [get_ports {clk}]

set non_clock_inputs [all_inputs -no_clocks]
set_input_delay [expr $clk_period * $clk_io_pct] -clock clk0 $non_clock_inputs
set_output_delay [expr $clk_period * $clk_io_pct] -clock clk0 [all_outputs]
==> summary.txt <==
Notes on the flow outputs.

- The OpenROAD report gives the critical path a required time of around 3300 ps.
- The post-synthesis sequential element count is 166.
- Summed over all nets, the half-perimeter wirelength after detailed placement is ~25,000 µm.
- The die height is approximately 200 µm.
- The total area of sequential cells reads approximately 0.0040 mm².
- The area fraction of the dominant cell type after synthesis is 0.182.
- The number of buffers added for setup after CTS is 0.
- The via count of the first global-routing pass is between 9,000 and 10,000.
- The final cycle utilization of the critical path is 0.753.
- The post-synthesis async set-or-reset flop share reads 0.
- The number of placed instances with taps included reads 1,760.
- Counting instances in the post-synthesis netlist gives the leading cell types as 166 x sky130_fd_sc_hd__nor2_1, 156 x sky130_fd_sc_hd__o21ai_0, 113 x sky130_fd_sc_hd__nand2_1, 101 x sky130_fd_sc_hd__dfxtp_1, 67 x sky130_fd_sc_hd__clkbuf_1.
- The relative max-transition margin is 0.393.
- The slack of the critical path is around 760 ps.
- Per STA, the worst path is made up of and3_1 -> and3_1 -> nand3_1 -> nor4_1 -> o211ai_1 -> nand2_1 -> nor2_1.
- The combinational cell fraction of total power is 0.032.
- The clock tree from TritonCTS reads built.
- The family with the most delay on the worst path is simple AND/OR/NAND/NOR gates.
- The total clock buffers created by CTS reads 9.
- The core outline area is around 0.037 mm².
- The slowest cell on the critical path is sky130_fd_sc_hd__nand2_1.
- The run finished with clean final reports.
- The final RePlAce weighted congestion is between 1 and 1.5.
- For this block, the initial DRC count from the detailed router was around 1,100.
- The post-placement worst setup slack is roughly 790 ps.
- The count of antenna-violating nets left after detailed routing is 0.
- The finished layout reports a core utilization of 0.329.
- Counting flops with a built-in enable in the synthesized netlist gives around 65.
- The initial cell density of the core is 0.304.
- The count of yosys warnings during synthesis reads 5.
- The number of max-capacitance violations reported is 0.
- After synthesis the cells add up to 0.0111 mm².
- The net switching component of the power reads approximately 0.00041 W.
- The die boundary width is 194 µm.
- The cell type with the largest total area after synthesis is sky130_fd_sc_hd__dfxtp_1.
- Setup repair after global routing left no endpoint under its margin.
- The maximum clock insertion buffer count is 2.
- The sort of element at the end of the critical path is a register.
- The share of post-route cells with drive strength above 1 is 0.0612.
- The number of filler instances in the final layout reads ~3,700.
- The setup TNS is 0 ps.
- The final count of hold timing violations is 0.
- The count of instantiated cells in the yosys netlist reads about 1,300.
- The critical path's largest stage delay reads ~600 ps.
- The count of unique library cells instantiated by Yosys is 87.
- The wire length of the first global-routing pass is around 56,000 µm.
- Of the total power, the clock network draws 0.517.
- The dominant synthesized flop cell is sky130_fd_sc_hd__dfxtp_1.
- The arrival time at the worst endpoint is 2510 ps.
- The last timing report of the flow puts the setup violation total at 0.
- The clock root buffer reads sky130_fd_sc_hd__clkbuf_16.
- The iteration tally of the first detailed-router pass reads 8.
- For this design the static power due to leakage is 3.96 nW.
- The residual DRC count reads 0.
- The fraction of power spent switching nets reads 0.196.
- The number of max-slew violations in the final report is 0.
- The insertion delay of the later-clocked pin in the worst-skew pair reads 330 ps.
- The most numerous cell on the critical path reads sky130_fd_sc_hd__and3_1.
- The worst hold margin is between 400 and 500 ps.
- The count of tool warnings is around 46.
- The critical path is of the register to register type.
- The chip area line in the Yosys stat output reads 0.0111 mm².
- After clock tree synthesis, the clock-pin slew on the worst setup and hold paths is ~50 ps.
- The final timing report lists clock skew as about 4.5 ps.
- Using the TritonRoute via totals, the vias-per-cell ratio works out to 5.79.
- The mean routed wirelength per cell is between 20 and 25 µm.
- The count of endpoints without a timing constraint reads approximately 180.
- The CTS H-tree depth is 3.
- The area enclosed by the die boundary reads ~0.038 mm².
- The total internal power reads 0.00168 W.
- The worst vdd rail ir drop is 0.000385 V.
- Excluding fillers, the count of instances in the completed layout stands at 1,776.
- The fraction of the yosys area taken by sequential cells reads 0.358.
- During placement, the flow inserted port buffers numbering 31.
- The area of combinational cells with multiple inputs reads approximately 0.0065 mm².
- The largest fanout on the critical path reads 23.
- The number of ports placed on the die boundary reads 32.
- For the pin with the worst max-slew slack, the measured transition is just over 900 ps.
- The quantity of gates resized following cts is 0.
- The area added between synthesis and finish reads 8.06%.
- The number of antenna violations at the first check in global routing was 0.
- The routed via count reads slightly above 10,000.
- The leftover overflow at the end of global routing reads 0.
- The detailed-route wire length is 35,600 µm.
- The synthesis stats list as the most numerous cell sky130_fd_sc_hd__nor2_1.
- The largest net degree at the start of global routing reads 75.
- The count of unclocked register or latch pins reads between 90 and 100.
- The main area contributors are sky130_fd_sc_hd__dfxtp_1 18%, sky130_fd_sc_hd__edfxtp_1 18%, sky130_fd_sc_hd__o21ai_0 7.0%.
- The element type at the critical path start reads a register.
- The share of total power dissipated in sequential elements is 0.451.
- The clock period minus worst slack reads about 2300 ps.
- The placement row count reads 70.
- The count of hold buffers inserted by post-cts repair reads 0.
- The type of the worst min-delay path reads register to register.
- In the global route stage, overall resource usage came out at 0.193.
- The synthesized instance count is between 1,000 and 1,500.
- The highest clock frequency the design can meet is between 400 and 500 MHz.
- The number of antenna diodes in the final layout is 0.
- The buffers plus inverters on the worst setup path is 0.
- The synthesized area per cell is around 8.3 µm².
- The power density normalized to cell area is roughly 170 mW/mm².
-- power groups by stage --
| stage | Clock [W] | Sequential (W) | Combinational, W |
|---|---|---|---|
| 4_1_cts | 0.00111 | 0.000945 | 0.0000674 |
| 5_1_grt | 0.00114 | 0.000946 | 0.0000749 |
| 6_report | 0.00108 | 0.000945 | 0.0000672 |
-- final cells by class --
cell class                 instances  area share
clock buffer                      10      0.0199
sequential                       166       0.331
multi-input combinational       1042       0.545
clock inverter                     6     0.00688
inverter                          35      0.0109
tap                              468      0.0488
timing repair buffer              49      0.0371
-- cell families after synthesis --
kind of cell,synth area share
AOI/OAI and AO/OA,0.280
DFF,0.358
adders and majority gates,0.0338
xor gates and xnor gates,0.0488
other,0.000337
and+or+nand+nor,0.193
buffers and inverters,0.0544
muxes,0.0327
-- registers in the layout, summed over array words and instances (netlist names) --
signal / flops
mat_col: 64
c526.counter: 26
c26.counter: 25
c00hz.counter: 18
col: 8
row: 8
centre_c: 3
centre_r: 3
counter: 3
movement: 3
c00hz.CLK_OUT: 1
c26.CLK_OUT: 1
c526.CLK_OUT: 1
clk_milisec: 1
counter2: 1
-- cells in the final DEF (no fill, tap or decap), drive strengths merged, types with 25 or more instances in the layout --
cell type / instances
dfxtp: 101
o21ai: 162
xor2: 35
xnor2: 26
nand3: 43
nor2: 168
clkdlybuf4s50: 31
inv: 35
a222oi: 25
a22oi: 29
a21oi: 59
nand2: 113
ha: 30
edfxtp: 65
-- layer usage --
layer  share of wire  routed length [µm]  vias to the layer above  track usage
met3           0.075                2660                       45       0.0315
met5               0                   0                        -            0
met1            0.45               16000                     4926        0.293
met4           0.022                 792                        0       0.0373
li1                -                   -                     4928            -
met2            0.45               16100                      387        0.297
-- stage by stage --
| step | area [µm²] | total power (W) |
|---|---|---|
| after detailed placement | 11700 | 0.00103 |
| after global routing | 12000 | 0.00216 |
| final | 12000 | 0.00209 |
| after CTS | 12000 | 0.00212 |
| after floorplan | 11100 | 0.00101 |
| after global placement | 11700 | 0.00103 |
-- path summary, 6_finish.rpt --
path                                             startpoint                          to  slack [ps]  cells past startpoint
worst min register to register  c526.counter[25]$_SDFF_PN0_        c526.CLK_OUT$_DFF_P_         420                      1
worst max-delay path              c26.counter[7]$_SDFF_PN0_  c26.counter[16]$_SDFF_PN0_         760                      7
worst max register to register    c26.counter[7]$_SDFF_PN0_  c26.counter[16]$_SDFF_PN0_         760                      7
worst min-delay path            c526.counter[25]$_SDFF_PN0_        c526.CLK_OUT$_DFF_P_         420                      1
Power figures rest on the tool's default switching activity, not on a simulated workload.
